## ./config.mk

```make
export PLATFORM = sky130hd
export DESIGN_NAME = myproject
export DESIGN_NICKNAME = myproject
export VERILOG_FILES = /design/flow/design.v
export SDC_FILE = /design/flow/constraint.sdc
export NUM_CORES = 4
export LEC_CHECK = 1
export CORE_UTILIZATION = 50
export SYNTH_HDL_FRONTEND = slang
```

## ./constraint.sdc

```tcl
current_design myproject

set clk_period 15.0
set clk_io_pct 0.2

create_clock -name clk0 -period $clk_period [get_ports {ap_clk}]

set non_clock_inputs [all_inputs -no_clocks]
set_input_delay [expr $clk_period * $clk_io_pct] -clock clk0 $non_clock_inputs
set_output_delay [expr $clk_period * $clk_io_pct] -clock clk0 [all_outputs]
```

## ./design.v

```verilog
`timescale 1 ns / 1 ps 
module reduce_4_2cycles (
    input clk,
    input [7:0] in [0:3],
    output [7:0] out
);
    logic [7:0] lvl1 [0:3];
    logic [7:0] lvl2;
    always_ff @(posedge clk) begin
        lvl1 <= in;
        lvl2 <= lvl1[0] + lvl1[1] + lvl1[2] + lvl1[3];
    end
    assign out = lvl2;
endmodule
module reduce_32_4cycles (
    input clk,
    input [7:0] in [0:31],
    output [7:0] out
);
    logic [7:0] lvl1 [0:31];
    logic [7:0] lvl2 [0:7];
    logic [7:0] lvl3 [0:1];
    logic [7:0] lvl4;
    always_ff @(posedge clk) begin
        lvl1 <= in;
        lvl2[0] <= lvl1[0] + lvl1[1] + lvl1[2] + lvl1[3];
        lvl2[1] <= lvl1[4] + lvl1[5] + lvl1[6] + lvl1[7];
        lvl2[2] <= lvl1[8] + lvl1[9] + lvl1[10] + lvl1[11];
        lvl2[3] <= lvl1[12] + lvl1[13] + lvl1[14] + lvl1[15];
        lvl2[4] <= lvl1[16] + lvl1[17] + lvl1[18] + lvl1[19];
        lvl2[5] <= lvl1[20] + lvl1[21] + lvl1[22] + lvl1[23];
        lvl2[6] <= lvl1[24] + lvl1[25] + lvl1[26] + lvl1[27];
        lvl2[7] <= lvl1[28] + lvl1[29] + lvl1[30] + lvl1[31];
        lvl3[0] <= lvl2[0] + lvl2[1] + lvl2[2] + lvl2[3];
        lvl3[1] <= lvl2[4] + lvl2[5] + lvl2[6] + lvl2[7];
        lvl4 <= lvl3[0] + lvl3[1];
    end
    assign out = lvl4;
endmodule
module myproject (
    input   [7:0] conv1d_1_input_V_data_V_dout,
    input   conv1d_1_input_V_data_V_empty_n,
    output  conv1d_1_input_V_data_V_read,
    output  reg [7:0] layer4_out_V_data_V_din,
    input   layer4_out_V_data_V_full_n,
    output  reg layer4_out_V_data_V_write,
    input   ap_clk,
    input   ap_rst,
    input   ap_start,
    output  ap_done,  
    output  ap_ready,  
    output  ap_idle,  
    input   ap_continue
);
function automatic logic [7:0] mult(input logic [7:0] a, input logic [7:0] b);
    logic [15:0] res = $signed(a) * $signed(b);
    return res[12:5];
endfunction
function automatic logic [7:0] relu(input logic [7:0] a);
    return ($signed(a) > 0) ? a : 0;
endfunction
assign ap_done = 0;
assign ap_idle = 0;
localparam KERNEL_SIZE = 32;
localparam NIN = 128;
localparam NOUT = 97;
localparam [7:0] weights [0:31] = {
8'h04, 8'hff, 8'hfe, 8'hf7, 8'h03, 8'hff, 8'h01, 8'hfe, 8'h02, 8'h04, 8'hf8, 8'hf9, 8'h04, 8'h08, 8'hf6, 8'h01, 8'h08, 8'hfb, 8'hf9, 8'hff, 8'h06, 8'h06, 8'h06, 8'h03, 8'hf9, 8'h08, 8'h05, 8'hf7, 8'hff, 8'hfc, 8'hf7, 8'hf9 };
localparam [7:0] biases [0:0] = {
8'hd2 };
logic [5:0] valid_in_shift_reg;
logic [7:0] num_have_output;
logic [7:0] shift_reg [0:KERNEL_SIZE-1];
logic [7:0] shift_reg_prod [0:KERNEL_SIZE-1];
logic do_shift, do_shift_regular, do_shift_filling, just_shifted;
genvar i;
assign shift_reg_prod[0] = mult(shift_reg[0], weights[0]);
for (i = 1; i < KERNEL_SIZE; i = i + 1) begin : shift_sreg
    assign shift_reg_prod[i] = mult(shift_reg[i], weights[i]);
    always_ff @(posedge ap_clk) begin
        if (do_shift) begin
            shift_reg[i] <= shift_reg[i-1];
        end
    end
end
assign do_shift_filling = (valid_in_shift_reg != KERNEL_SIZE && conv1d_1_input_V_data_V_empty_n);
assign do_shift_regular = (valid_in_shift_reg == KERNEL_SIZE && conv1d_1_input_V_data_V_empty_n && layer4_out_V_data_V_full_n);
assign do_shift = do_shift_filling || do_shift_regular;
assign conv1d_1_input_V_data_V_read = do_shift;
always_ff @(posedge ap_clk) begin
    if (ap_rst || num_have_output == NOUT) begin
        valid_in_shift_reg <= 0;
        num_have_output <= 0;
    end
    else if (do_shift) begin
        shift_reg[0] <= conv1d_1_input_V_data_V_dout;
        if (do_shift_filling) begin
            valid_in_shift_reg <= valid_in_shift_reg + 1;
        end
    end
    just_shifted <= do_shift;
end
logic [7:0] conv_sum;
logic reducer_out_valid_1;
logic reducer_out_valid_2;
logic reducer_out_valid_3;
logic reducer_out_valid_4;
logic do_output;
reduce_32_4cycles reducer (
    .clk(ap_clk),
    .in(shift_reg_prod),
    .out(conv_sum)
);
always_ff @(posedge ap_clk) begin
    reducer_out_valid_1 <= 0;
    reducer_out_valid_2 <= reducer_out_valid_1;
    reducer_out_valid_3 <= reducer_out_valid_2;
    reducer_out_valid_4 <= reducer_out_valid_3;
    if (ap_rst || num_have_output == NOUT) begin
        reducer_out_valid_1 <= 0;
        reducer_out_valid_2 <= 0;
        reducer_out_valid_3 <= 0;
        reducer_out_valid_4 <= 0;
    end
    else if (valid_in_shift_reg == KERNEL_SIZE && just_shifted) begin  
        reducer_out_valid_1 <= 1;
    end
end
assign do_output = reducer_out_valid_4 && num_have_output != NOUT;
always_ff @(posedge ap_clk) begin
    if (ap_rst) begin
        layer4_out_V_data_V_write <= 0;
        layer4_out_V_data_V_din <= 0;
    end
    else begin
        layer4_out_V_data_V_write <= do_output;
        layer4_out_V_data_V_din <= relu(conv_sum + biases[0]);
    end
end
assign ap_ready = num_have_output == NOUT;
always_ff @(posedge ap_clk) begin
    if (do_output) begin
        num_have_output <= num_have_output + 1;
    end
end
endmodule
```

## ./run.sh

```bash
#!/bin/bash
# OpenROAD 26Q1-2900-gdf79404cd8, Yosys 0.63+post, stock flow scripts
make -C /OpenROAD-flow-scripts/flow DESIGN_CONFIG=/design/flow/config.mk WORK_HOME=/design/flow/orfs finish
```

==> CHANGELOG.md <==
### Changed

* Outcome: completed
* DP HPWL at 33,200 µm
* Final Hold Viols at 0
* Buf/Inv on CP at 2
* Avg Vias per Cell at 4.72
* Sequential fraction of the synthesis area at 48.7%
* Clock sink total at 578
* Yosys warns at 16
* CP max stage delay at 610 ps
* Combinational power share at 44.8%
* 1st-iter DRT viols at 489
* Layout area overhead at 11.2%
* Main flop type: dfxtp_1
* H-tree Lvls at 2
* Leak Pwr at 14.7 nW
* Routed Antenna Nets at 0
* Yosys stat cell total at 2,315
* Required @ worst endpoint at 12,000 ps
* Post-route minimum period at 7610 ps
* Cell Type Count at 62
* Max Buffers Root-to-Sink at 3
* Reg-to-reg slack, setup at 11,410 ps
* Die extent in x at 243 µm
* Max Cap Violations at 0
* Setup violators final at 0
* CP max-delay cell: clkdlybuf4s50_1
* Top cells, area: edfxtp_1 (26%), dfxtp_1 (22%), ha_1 (15%)
* Async S/R FF share, synth at 0%
* CTS root buf: clkbuf_16
* DRT Pass-1 Iters at 6
* Hold-critical path depth at 0
* Max Clk Rate at 131 MHz
* Final Util at 56.7%
* Cell family with most CP delay: buffers and inverters
* Initial antenna violation count at 0
* Slew Limit Fails at 0
* Post-Synthesis Cells at 2,315
* Die H at 243 µm
* DRC viols at 0
* Period utilisation layout at 50.7%
* Placeable Area at 0.0569 mm²
* Crit path max fanout at 30
* Top Layout Cells: inv_1 (470), ha_1 (342), dfxtp_1 (322)
* Top logic cell by instance count in the layout: inv_1
* Int Power at 4.34 mW
* All-Layer GR Usage at 17.2%
* FP Util at 51.0%
* Unrepaired setup endpoints after global routing: no
* IO Count at 27
* Number of fill cells at 4,512
* Port Buffer Count at 21
* WP data arrival at 4610 ps
* CP Class: in2out
* PD cells at 207 mW/mm²
* Area after DPL at 0.0302 mm²
* CP endpoint kind: output pin
* GRT overflow at 0
* WL final at 44,100 µm
* Hold Path Class: reg2reg
* Final Cell Area at 0.0323 mm²
* Critical path cell sequence: clkdlybuf4s50_1, o21a_4, clkdlybuf4s50_1
* Sw frac at 34.9%
* Top cell type's share of synthesized area at 26.5%
* Post-CTS sizing at 0
* Flop pwr share at 32.5%
* Synth area leader: edfxtp_1
* Gpl congestion at 0.846
* Total negative setup slack at 0 ps
* Cell Count, Final, Fillers Out at 3,210
* # hold bufs at CTS at 0
* Critical path depth in cells at 3
* Tool Warnings at 49
* Wire per inst at 13.8 µm
* CTS tree: done
* Worst-Skew Late Latency at 610 ps
* Placed insts at 3,097
* Mapped Avg Cell Area at 12.5 µm²
* Post-CTS Setup Inserts at 0
* EDFF count, synth at 256
* Largest net degree at the start of global routing at 53
* Global-route wire length before repair at 76,500 µm
* Clk pwr share at 22.7%
* Rows at 87
* Reg clk slew, reported paths at 60 ps
* Sw power at 2.33 mW
* Worst-Margin Slew at 801 ps
* Worst slew margin at 46.5%
* Via count at 15,153
* Mapped Area at 0.0290 mm²
* R2r worst-path depth at 12
* Peak supply drop at 187 µV
* Number of flip-flops in the largest register at 256
* CTS Buf Count at 61
* Antenna Diode Count at 0
* Die footprint at 0.0590 mm²
* CP dominant cell by count: clkdlybuf4s50_1
* Ys flops at 578
* Yosys Chip Area at 0.0290 mm²
* Layout cells sized above 1 at 5.05%
* Clk_skew at 16.4 ps
* Critical Path Start Type: primary input
* Vias in the first global route at 15,837
layer usage:
layer	track usage [%]	share of wire, %	vias to the layer above
met5	0	0	-
met2	25.4	45	197
met4	2.90	1.9	0
met1	28.2	48	7131
met3	4.35	5.6	67
li1	-	-	7758
final cells by class:
| type | count | area [µm²] | area share (%) |
|---|---|---|---|
| flip-flops and latches | 578 | 14100 | 43.8 |
| repair buffers | 27 | 255 | 0.791 |
| clock inverters | 27 | 295 | 0.915 |
| clock buffers | 86 | 1750 | 5.42 |
| multi-input cells | 1266 | 13100 | 40.7 |
| inverters | 470 | 1760 | 5.47 |
| well taps | 756 | 946 | 2.93 |
worst register-to-register path: cells and delay by family (launching register included):
kind            cells  cell delay [ps]
flops               1              490
compound gates      4              800
buf+inv             3              170
fa+ha+maj           4             1680
mux                 1              360
Yosys cell counts (5+ instances only):
master and instances:
edfxtp_1 256, nor2_1 86, a31oi_1 6, o21a_1 11, dfxtp_1 322, a311oi_1 6
inv_1 470, nand2_1 43, xor2_1 44, o21bai_1 24, mux2_2 5, nor3_1 16
o21ai_0 28, ha_1 342, a21o_1 40, nand3_1 17, fa_1 190, or4_1 6
nor2b_1 21, and3_1 7, a21oi_1 91, a41oi_1 12, xnor2_1 196
stage by stage:
stage               setup slack (ps)  hold WS (ps)  power (mW)
floorplan                       3480           343        4.50
global placement                7410           347        5.19
detailed placement              7390           350        5.21
CTS                             7370           364        6.78
global route                    7300           365        7.30
finish                          7390           355        6.67
cells by family after synthesis:
logic type               synth area share [%]
AND/OR/NAND/NOR                          4.14
other                                  0.0129
buffers and inverters                    6.17
XOR/XNOR                                 7.24
multiplexers                            0.336
AND-OR/OR-AND                            5.60
adder cells (fa/ha/maj)                  27.8
flip-flops                               48.7
power by group through the flow:
stage	logic, mW	registers [mW]	clock network [mW]
after CTS	3.04	2.18	1.56
after global routing	3.48	2.20	1.62
final	2.98	2.17	1.52
final timing paths:
check	startpoint	end
max	conv1d_1_input_V_data_V_empty_n	conv1d_1_input_V_data_V_read
min	shift_reg[1][78]$_DFFE_PN_	reducer.lvl1[52]$_DFF_P_
max reg2reg	shift_reg[1][89]$_DFFE_PN_	reducer.lvl1[37]$_DFF_P_
min reg2reg	shift_reg[1][78]$_DFFE_PN_	reducer.lvl1[52]$_DFF_P_
Power figures rest on the tool's default switching activity, not on a simulated workload.
